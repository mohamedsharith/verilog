File: config.mk
export PLATFORM = sky130hd
export DESIGN_NAME = sixteen_bit_adder
export DESIGN_NICKNAME = sixteen_bit_adder
export VERILOG_FILES = /design/flow/design.v
export SDC_FILE = /design/flow/constraint.sdc
export NUM_CORES = 4
export LEC_CHECK = 1
export CORE_AREA = 10 10 73 73
export DIE_AREA = 0 0 83 83
File: constraint.sdc
current_design sixteen_bit_adder

set clk_period 6.2
set clk_io_pct 0.2

create_clock -name clk0 -period $clk_period

set non_clock_inputs [all_inputs -no_clocks]
set_input_delay [expr $clk_period * $clk_io_pct] -clock clk0 $non_clock_inputs
set_output_delay [expr $clk_period * $clk_io_pct] -clock clk0 [all_outputs]
File: design.v
`timescale 1ns / 1ps
module four_bit_adder(s,co,a,b,ci);
input [3:0] a,b;
input ci;
output [3:0] s;
output co;
wire [2:0] carry;  
full_adder f1(s[0],carry[0],a[0],b[0],ci);
full_adder f2(s[1],carry[1],a[1],b[1],carry[0]);
full_adder f3(s[2],carry[2],a[2],b[2],carry[1]);
full_adder f4(s[3],co,a[3],b[3],carry[2]);
endmodule
module full_adder(output reg s,co, input a,b,c);
    always @(*)
    begin
    s=a^b^c;
    co=(a&b)|(b&c)|(a&c);
    end
endmodule
module eight_bit_adder(s,co,a,b,ci);
    input [7:0] a,b;
    input ci;
    output [7:0] s;
    output co;
    wire carryy;
 four_bit_adder a1(s[3:0],carryy,a[3:0],b[3:0],ci);
 four_bit_adder a2(s[7:4],co,a[7:4],b[7:4],carryy);
endmodule
module sixteen_bit_adder(s,co,a,b,ci);
    input [15:0] a,b;
    input ci;
    output [15:0] s;
    output co;
    wire carry;
eight_bit_adder b1(s[7:0],carry,a[7:0],b[7:0],ci);
eight_bit_adder b2(s[15:8],co,a[15:8],b[15:8],carry);
endmodule
File: run.sh
#!/bin/bash
# OpenROAD 26Q1-2900-gdf79404cd8, Yosys 0.63+post, stock flow scripts
make -C /OpenROAD-flow-scripts/flow DESIGN_CONFIG=/design/flow/config.mk WORK_HOME=/design/flow/orfs finish
==> PnR_summary.wiki <==
=== Physical design figures ===
{| class="wikitable"
! Metric !! Value
|-
| Run status || complete, but fails checks
|-
| Violations in the final reports || negative setup slack
|-
| Final Instance Count excl. Fillers || ~120
|-
| Number of input and output port buffers inserted || 50
|-
| Count of antenna-violating nets left after detailed routing || 0
|-
| Unique cell type count in the Yosys netlist || 3
|-
| OpenROAD warnings || 35
|-
| Data arrival time at the worst-slack endpoint || between 7000 and 8000 ps
|-
| Vias in the first global route || 521
|-
| Area share of the largest cell type after synthesis || 67.0%
|-
| Area overhead of the layout relative to synthesis || 94.8%
|-
| Class of the tightest hold or removal check || in -> out
|-
| Init Core Util || approximately an eighth
|-
| Inserted Diodes || 0
|-
| Vias per cell || about 3.2
|-
| Clkbuf count || 0
|-
| Final clock period utilization by the worst path || 134%
|-
| Overall via count from detail_route || ~400
|-
| Transition time at the pin with the least slew margin || ~120 ps
|-
| Launching element type of the critical path || input port
|-
| Seq Cell Count || 0
|-
| Die width || a little over 80 µm
|-
| Filler Cells Inserted || between 400 and 500
|-
| Cell type with the largest total area || sky130_fd_sc_hd__fa_1
|-
| Required time of the worst setup path || just under 5000 ps
|-
| Least setup slack across all paths after layout || -2140 ps
|-
| Floorplan Core Area || 3740 µm²
|-
| Setup TNS || -9470 ps
|-
| Number of endpoints with negative hold slack in the final report || 0
|-
| Total power of the final layout || between 80 and 90 µW
|-
| Sort of element at the end of the critical path || output pin
|-
| Seq share, synth || 0%
|-
| Mean post-synth cell area || 11.4 µm²
|-
| Crit-path max FO || 1
|-
| Share of final-layout standard cells stronger than drive strength 1 || 44.7%
|-
| Number of primary I/O pins || 50
|-
| Cell types with the highest counts after synthesis || sky130_fd_sc_hd__buf_4, sky130_fd_sc_hd__fa_1, sky130_fd_sc_hd__inv_1
|-
| Pins over their slew limit || 0
|-
| Final setup violation count || 8
|-
| Largest net degree at the start of global routing || 2
|-
| Minimum clock period || between 8000 and 9000 ps
|-
| Count of max-cap constraint violations || 0
|-
| Detailed placement HPWL || between 1500 and 2000 µm
|-
| Pwr/cell area || roughly 87 nW/µm²
|-
| Yosys stat chip area || approximately 480 µm²
|-
| Total DRC errors in the routed layout || 0
|-
| Final WL || approximately 1600 µm
|-
| Die Footprint || 6890 µm²
|-
| Global-route wire length before repair || roughly 2600 µm
|-
| Standby leakage power || 0.000356 µW
|-
| Setup repair after global routing missed its margin || true
|-
| Final cell area excluding filler cells || 931 µm²
|-
| Biggest area contributors in the synthesized netlist || sky130_fd_sc_hd__fa_1, sky130_fd_sc_hd__buf_4, sky130_fd_sc_hd__inv_1
|-
| 1st-iter DRT viols || 0
|-
| Placed Cells || 124
|-
| Antenna violations before repair || 0
|-
| Path type of the worst setup path || in -> out
|-
| Congestion Overflow GR || 0
|-
| Number of setup buffers added after CTS || 0
|-
| Fmax || approximately 120 MHz
|-
| Iteration tally of the first detailed-router pass || 1
|-
| Count of standard-cell rows || 22
|-
| Placed cell area || slightly below 1000 µm²
|-
| Worst-case headroom to the max-slew limit || approximately 92%
|-
| Routed length per instance || roughly 13 µm
|-
| RePlAce Congestion || a little under 0.9
|-
| Floorplan die height || a little over 80 µm
|-
| Netlist area before placement || 478 µm²
|-
| Area of all sequential standard cells || 0 µm²
|-
| Count of mapped cells out of synthesis || 42
|-
| Ys Warns || 1
|-
| Overall Global Routing Usage || ~4.5%
|-
| Number of cells in Yosys stat || around 42
|-
| Highest ir drop seen on vdd || 25.4 µV
|}
## cell type report
cell class,instances,area [µm²],area share [%]
multi-input cells,16,360,38.7
well taps,48,60.1,6.45
repair buffers,50,455,48.9
inverters,10,55.1,5.91
## repair_timing
item | in CTS | in global routing
pin swaps | 16 | 16
resized | 47 | 2
endpoints found under the setup margin | 10 | 9
hold endpoints to repair | 0 | 0
hold buffers | 0 | 0
gates cloned | 0 | 0
## critical path, stage by stage
cell and delay (ps):
sky130_fd_sc_hd__buf_8 110, sky130_fd_sc_hd__inv_12 40, sky130_fd_sc_hd__fa_2 180, sky130_fd_sc_hd__inv_2 40
sky130_fd_sc_hd__fa_2 340, sky130_fd_sc_hd__fa_2 370, sky130_fd_sc_hd__fa_2 350, sky130_fd_sc_hd__fa_2 340
sky130_fd_sc_hd__fa_2 340, sky130_fd_sc_hd__fa_2 340, sky130_fd_sc_hd__fa_2 350, sky130_fd_sc_hd__fa_2 340
sky130_fd_sc_hd__fa_2 340, sky130_fd_sc_hd__fa_2 340, sky130_fd_sc_hd__fa_2 350, sky130_fd_sc_hd__fa_2 350
sky130_fd_sc_hd__fa_2 350, sky130_fd_sc_hd__fa_2 340, sky130_fd_sc_hd__inv_2 60, sky130_fd_sc_hd__fa_2 430
sky130_fd_sc_hd__inv_2 50, sky130_fd_sc_hd__buf_2 80
## metal layers
layer  vias up  wire length [µm]  share of wire [%]  GRT usage [%]
met5         -                 0                  0              0
met3         0               444                 28           5.22
met4         0                 0                  0              0
met2        52               559                 35           5.73
met1       182               601                 37           5.16
li1        168                 -                  -              -
## cells in the final DEF, fill, tap and decap left out
master and n:
sky130_fd_sc_hd__inv_12 1, sky130_fd_sc_hd__clkdlybuf4s50_1 36, sky130_fd_sc_hd__inv_1 3, sky130_fd_sc_hd__buf_4 1, sky130_fd_sc_hd__buf_8 1, sky130_fd_sc_hd__fa_2 16
sky130_fd_sc_hd__buf_2 9, sky130_fd_sc_hd__dlygate4sd2_1 2, sky130_fd_sc_hd__clkdlybuf4s15_1 1, sky130_fd_sc_hd__inv_2 5, sky130_fd_sc_hd__clkinv_4 1
## report_power, final
part / internal [µW] / total [µW] / switching [µW]
logic: 56.1 / 81.2 / 25.0
registers: 0 / 0 / 0
clock network: 0 / 0 / 0
## cell families (layout without fill, tap and decap cells)
kind of cell             count (synthesis)  count (layout)  share of synthesized area (%)
buffers and inverters                   26              60                           33.0
adder cells (fa/ha/maj)                 16              16                           67.0
## path summary, 6_finish.rpt
kind,startpoint,endpoint,slack [ps],depth (start not counted)
setup / recovery,a[0],s[15],-2140,22
hold / removal,ci,s[0],3230,5
## metrics by stage
step	hold slack [ps]	util [%]	setup slack (ps)
floorplan	2710	-	-1870
CTS	3240	24.9	-2570
global placement	3550	26.0	-3010
global route	3280	24.9	-2320
finish	3230	24.9	-2140
detailed placement	3550	26.0	-3030
Power and IR drop assume default switching activity.
