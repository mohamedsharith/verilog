### design/flow/run.sh
#!/bin/bash
# OpenROAD 26Q1-2900-gdf79404cd8, Yosys 0.63+post, stock flow scripts
make -C /OpenROAD-flow-scripts/flow DESIGN_CONFIG=/design/flow/config.mk WORK_HOME=/design/flow/orfs finish
### design/flow/design.v
module syn_fifo(
                clk,
                reset,
                write_en,
                read_en,
                data_in,
                full,
                empty,
                out             
                );
    input clk,reset,write_en,read_en;
    input [7:0] data_in;
    output full,empty;
    output reg [7:0] out;
    reg [7:0] memory_vec [7:0];
    reg [2:0] write_pointer;
    reg [2:0] read_pointer;
    reg [2:0] count;
    assign full=(count==8);
    assign empty=(count==4'b0);
        always@(posedge clk)
            begin
                if(reset==0)
                    begin
                        write_pointer <= 3'b0;
                    end
                else 
                    begin
                        if(write_en==1 && !full)
                            begin
                                memory_vec[write_pointer]<=data_in;
                                write_pointer <= write_pointer+1'b1;
                            end
                        end
                    end
        always@(posedge clk)
            begin
                if(reset==0)
                    begin
                        read_pointer=3'b0;
                    end
                else
                    begin
                        if(read_en==1 && !empty)
                            begin
                                out<=memory_vec[read_pointer];
                                read_pointer<=read_pointer+1'b1;
                            end
                        end
                    end
        always@(posedge clk)
            begin
                if(reset==0)
                    count<=4'b0;
                else
                    begin
                        case({write_en,read_en})
                            2'b10   : count<=count+1'b1;
                            2'b01   : count<=count-1'b1;
                            default : count<=count;
                        endcase
                    end
                end
endmodule
### design/flow/config.mk
export PLATFORM = sky130hd
export DESIGN_NAME = syn_fifo
export DESIGN_NICKNAME = syn_fifo
export VERILOG_FILES = /design/flow/design.v
export SDC_FILE = /design/flow/constraint.sdc
export NUM_CORES = 4
export LEC_CHECK = 1
export CORE_UTILIZATION = 50
### design/flow/constraint.sdc
current_design syn_fifo

set clk_period 2.5
set clk_io_pct 0.2

create_clock -name clk0 -period $clk_period [get_ports {clk}]

set non_clock_inputs [all_inputs -no_clocks]
set_input_delay [expr $clk_period * $clk_io_pct] -clock clk0 $non_clock_inputs
set_output_delay [expr $clk_period * $clk_io_pct] -clock clk0 [all_outputs]
==> run_results.csv <==
group,metric,value,unit
run_status,status,"finished clean",
logic_synthesis,fa_ha_area_share,1.80,%
logic_synthesis,netlist_logic_family_top,"multiplexers",
grt,grt_max_degree,19,
final_layout,flop_area,0.00234,mm^2
clocking,clock-sinks,81,
grt,grt_overflow,0,
min_path,hp-class,"flip-flop to flip-flop",
pwr,intPower,2230,uW
floorplanning,chip_area,0.00674,mm^2
min_path,worstHoldPathCells,2,
clocking,cts_tree,"built",
setup_path,reg2reg_slack,760,ps
drt,num_vias,1571,
setup_path,r2r_end,"out[2]",
timing,maxSlewViolCount,0,
setup_path,max_stage_delay,510,ps
logic_synthesis,yosysSeqAreaShare,73.1,%
clocking,post_cts_buffers,0,
logic_synthesis,synth_warnings,1,
setup_path,crit_chain,"clkdlybuf4s50_1, ha_1, inv_1, fa_1, xor2_1, or3_1, a21oi_1",
setup_path,reg2reg_from,"read_pointer[0]",
clocking,clockBufferDepth,2,
grt,grt_pass1_vias,1621,
placement,portBuffers,20,
final_layout,drive_gt1_share,17.2,%
drt,routed_wl,5.31,mm
job,drv_cap,0,
timing,skew,9.50,ps
timing,setup_viol,0,
timing,post-route-period-util,79.1,%
clocking,cts_buffers,9,
logic_synthesis,ys_ff,81,
pwr,power_switching,573,uW
logic_synthesis,top_area_cell,"edfxtp_1",
logic_synthesis,yosys-top-cells-area,"edfxtp_1 67%, mux4_1 13%, dfxtp_1 5.6%",
timing,fin_tns_setup,0,ps
pwr,seqPwrFrac,55.1,%
logic_synthesis,synth.distinct_cells,28,
final_layout,lay_top_count,"edfxtp_1",
grt,grt_pass1_wl,8.07,mm
setup_path,critPathCaptureType,"flip-flop",
timing,hold_viol,0,
final_layout,comb_area,793,um^2
floorplanning,fp-row-count,28,
floorplanning,chipWidth,82.1,um
setup_path,critical_path_class,"primary input to flip-flop",
pwr,clock_power_share,35.4,%
floorplanning,core_area,0.00606,mm^2
placement,placed_cell_area,0.00355,mm^2
grt,antenna_found_initial,0,
clocking,cts_hold_buffers,0,
setup_path,crit_path_top_delay_cell,"clkdlybuf4s50_1",
floorplanning,initCoreUtil,52.9,%
timing,maxSlewHeadroom,57.4,%
setup_path,reg2reg_depth,3,
drt,post_drt_wl_per_cell,19.0,um
final_layout,mostFrequentLayoutCells,"72 x edfxtp_1, 20 x clkdlybuf4s50_1, 16 x mux4_1",
setup_path,worstPathArrival,2240,ps
placement,gp_congestion,0.826,
logic_synthesis,edf_count,72,
drt,via_per_inst,5.63,
floorplanning,ioPinCount,22,
logic_synthesis,yosysTopAreaCellShare,67.4,%
clocking,root_buffer,"clkbuf_8",
setup_path,critPathLaunchType,"primary input",
clocking,cts_resized,0,
logic_synthesis,yosysChipArea,0.00321,mm^2
grt,grt.total_usage,19.1,%
pwr,leakage,0.00127,uW
pwr,p_comb_share,9.5,%
floorplanning,fp.dieH,82.1,um
clocking,clkTransAtPathRegs,70,ps
final_layout,final_util,62.0,%
logic_synthesis,mux_share,16.2,%
logic_synthesis,synth-main-ff-cell,"edfxtp_1",
clocking,h-tree-depth,3,
timing,rsz0062_at_grt,"false",
job,warning_count,25,
min_path,min_to,"count[2]",
drt,antennaDiodeCount,0,
logic_synthesis,syn_avg_cell_area,19.8,um^2
logic_synthesis,synthXorXnorAreaFrac,1.64,%
logic_synthesis,syn_inst,162,
timing,period_minus_slack,1980,ps
setup_path,worstPathRequired,2760,ps
timing,holdWs,538,ps
pwr,powerDensity,746,mW/mm^2
logic_synthesis,ys_sh_aoi,1.13,%
clocking,clk_latency,340,ps
placement,dpl.hpwl,3.34,mm
pwr,power.share.switching,20.5,%
final_layout,fillCellCount,430,
logic_synthesis,syn_area,0.00321,mm^2
setup_path,worstPathMaxFanout,3,
logic_synthesis,ys_cells,162,
drt,dr.pass1.iters,4,
min_path,hold_start,"count[2]",
drt,drc,0,
final_layout,syn_to_final_growth,17.1,%
timing,worst_pin_slew,633,ps
logic_synthesis,synthSimpleGateAreaFrac,3.83,%
drt,ant_nets,0,
final_layout,final_area,0.00375,mm^2
drt,drt_iter0_markers,79,
timing,max_freq,0.506,GHz
pwr,ir_worst_vdd,617,uV
logic_synthesis,synthArstFlopShare,0,%
-- metal layers --
metal	share of wire (%)	global-route usage (%)	routed length, um
met2	50	29.3	2650
met4	1.7	3.51	91
met5	0	0	0
met3	10	10.7	556
met1	38	26.6	2010
-- sequential cells by signal (all words and copies together), names as in the netlist --
signal,count
write_pointer,3
count,3
read_pointer,3
memory_vec,64
out,8
-- per-stage QoR --
stage	instances	setup slack (ps)	total power [uW]
after CTS	279	540	2820
after global placement	264	262	1830
after floorplan	162	733	1750
final	279	522	2800
after global routing	279	460	2890
after detailed placement	264	192	1840
-- critical path: cells and delay by family --
kind / cells / cell delay [ps]
compound gates: 1 / 140
xor+xnor: 1 / 160
fa+ha+maj: 2 / 570
buf+inv: 2 / 570
simple gates: 1 / 300
-- kinds of logic after synthesis --
family	Yosys count
multiplexers	25
AND/OR/NAND/NOR	28
flip-flops	81
adder cells (fa/ha/maj)	4
AND-OR/OR-AND	6
buffers and inverters	11
other	1
XOR/XNOR	6
-- power groups by stage --
stage         logic, uW  clock network, uW  registers, uW
global route        295               1050           1550
CTS                 272               1010           1540
finish              267                991           1540
-- synth_stat cells, types with 2 or more instances --
cell type and instances:
nor3_1 3, inv_1 4, edfxtp_1 72, xor2_1 5, or3_1 2, nand3_1 2, nor2_1 15, nand2_1 4
clkbuf_1 2, mux2_2 8, a21oi_1 2, mux4_1 16, ha_1 3, dfxtp_1 9, o21ai_0 2
-- layout make-up --
class | count | area share, %
clock inverter | 5 | 2.17
clock buffer | 10 | 3.40
sequential | 81 | 62.4
tap | 75 | 2.50
timing repair buffer | 33 | 7.93
inverter | 5 | 0.500
multi-input combinational | 70 | 21.1
-- worst max-delay path by stage --
stage / to / from / cells after the start
4_1_cts: count[2] / read_en / 7
5_1_grt: count[2] / read_en / 7
6_report: count[2] / read_en / 7
Power is estimated from default activity; no workload was simulated.
