## config.mk

```make
export PLATFORM = sky130hd
export DESIGN_NAME = sram_slave1
export DESIGN_NICKNAME = sram_slave1
export VERILOG_FILES = /design/flow/design.v
export SDC_FILE = /design/flow/constraint.sdc
export NUM_CORES = 4
export LEC_CHECK = 1
export CORE_UTILIZATION = 30
```

## constraint.sdc

```tcl
current_design sram_slave1

set clk_period 50.7
set clk_io_pct 0.2

create_clock -name clk0 -period $clk_period [get_ports {clk}]

set non_clock_inputs [all_inputs -no_clocks]
set_input_delay [expr $clk_period * $clk_io_pct] -clock clk0 $non_clock_inputs
set_output_delay [expr $clk_period * $clk_io_pct] -clock clk0 [all_outputs]
```

## design.v

```verilog
`timescale 1ns / 1ps
module sram_slave1(
                  input  [7:0]saddr,     
                  input  [7:0]sdatain,   
                  input  clk,           
                  input  SWRITE,            
                  output [7:0]srdataout   
);
    reg [0:7] memory [0:255];  
    reg [0:7] dataout_reg;
    assign srdataout = memory[dataout_reg];
    always @(posedge clk) begin
            if (SWRITE) begin
                memory[saddr] = sdatain;
             end
                if(!SWRITE)  begin          
                dataout_reg = saddr;
            end
        end
endmodule
```

## run.sh

```bash
#!/bin/bash
# OpenROAD 26Q1-2900-gdf79404cd8, Yosys 0.63+post, stock flow scripts
make -C /OpenROAD-flow-scripts/flow DESIGN_CONFIG=/design/flow/config.mk WORK_HOME=/design/flow/orfs finish
```

==> notes.md <==
Physical implementation status

The worst setup path is of the flip-flop to primary output kind. Per the run summary, max-cap violations total 0. The critical path maximum fanout is 44. According to the report, the first pass of detailed routing completed in 22 iterations.

During placement, the flow inserted port buffers numbering 25. CTS reports a maximum clock tree buffer depth of 3. The share of total power in the clock network stands at 40.9%. Looking at the worst setup and hold paths, the clock pins of their registers show a slew of 0.06 ns. The internal power of the cells stands at 2.824 mW. For this design the static power due to leakage is 27.99 nW. The setup TNS after final layout stands at 0 ns. The number of flops mapped to enable cells by yosys stands at 2056. The maximum cell stage delay along the critical path stands at 1.15 ns. The DRC violation total left in the routed layout is recorded as 0. The number of buffers inserted by post-CTS setup repair stands at 0. The number of top-level pins stands at 26. The register with the most flip-flops in the layout has 2048 of them.

The worst max-slew margin expressed relative to the limit stands at 3.331%. On the final layout, the worst hold slack is 0.4734 ns. The HPWL after detailed placement stands at 121.9 mm. The count of endpoints failing hold in the final timing report stands at 0.

For this configuration, the core starts out at a cell density of 30.17%. For this run, the total global-route usage over all layers was measured as 15.78%. The area of the synthesized netlist per yosys stat stands at 0.08004 mm2. Of the total power, registers draw 51.9%. Sequential elements use 77.34% of the synthesized area. For this block, the initial DRC count from the detailed router was 2848. In the routed layout, each cell is associated on average with a via count of 5.043. The worst reg2reg path depth stands at 1. Per the synth log, the flip-flop and latch total comes to 2064. In the Yosys stats the netlist draws on 60 distinct library cells. TritonCTS built the clock tree. The timing report attributes the biggest portion of critical-path delay to buffers and inverters. STA classifies the critical path endpoint as a primary output. The critical path arrival stands at 7.23 ns. The die outline width stands at 518.5 um. Entering global routing, the biggest net connects 111 pins.

The pin slew with the least headroom to its limit stands at 1.437 ns. The tally of yosys warning messages stands at 1. The number of clock buffers added by TritonCTS is 202. The number of failing setup endpoints in the final timing report stands at 0.

In the hold timing report, the worst path depth is 1. The OpenROAD warning count stands at 29. The area growth from synthesis to layout stands at 14.24%. Across the routed clock network, the largest skew measured is 0.01434 ns. Among all flip-flop cells after synthesis, the most frequent one is sky130_fd_sc_hd__edfxtp_1. The die outline area stands at 0.2689 mm2.

The maximum level of the CTS H-tree stands at 4. The endpoint required time on the critical path stands at 40.56 ns. All stages included, the depth of the critical timing path comes to 12. The power report puts the net switching power at 0.8120 mW. After clock tree synthesis, the flow added hold-fix buffers numbering 0. Wires add up to 197.5 mm. The first-pass GRT wire length stands at 289.5 mm. The count of pins over their slew limit stands at 0.

The number of buffer and inverter stages on the critical path stands at 7. The worst setup path is launched from a flip-flop. The cell area after synthesis stands at 0.08004 mm2. Looking at the critical path, the single cell with the biggest stage delay is sky130_fd_sc_hd__nor4_1. The analysis reports a worst IR drop on VDD of 0.03611 mV. The synthesized area per cell stands at 20.87 um2. Total power normalized to cell area comes to 39.76 mW/mm2. Of all flip-flops after synthesis, the portion carrying an async set or reset was 0%. Per the cell usage report, the commonest logic cell in the layout is sky130_fd_sc_hd__edfxtp_1. Per STA, the library cell used most along the worst path is sky130_fd_sc_hd__buf_4.

In the layout the commonest cells are 2056 x sky130_fd_sc_hd__edfxtp_1, 417 x sky130_fd_sc_hd__mux4_2, 293 x sky130_fd_sc_hd__nor2_1. RePlAce ended its routability-driven mode at a weighted congestion of 0.8720. The placeable core area stands at 0.2653 mm2. The number of global-route vias before repair stands at 42116. The count of instantiated cells in the yosys netlist stands at 3835. The highest attainable clock frequency stands at 57.55 MHz. Synthesis handed over a netlist of 3835 instances. The number of placement rows stands at 189. Listed in order, past its start point the critical path passes buf_4 > buf_4 > buf_4 > buf_4 > buf_4 > mux4_2 > a22oi_1 > a21oi_1 > a2111oi_1 > buf_4 > nor4_1 > clkdlybuf4s50_1.

After clock tree synthesis, the repair step resized 0 gates. The final critical delay including setup and external delays stands at 17.37 ns. Setup repair after global routing left no endpoint under its margin.

Combinational cells account for 7.3% of the total power. The run finished with clean final reports. Measured along the y axis, the die boundary spans 518.5 um. The post-route antenna net violation count stands at 0. The initial antenna violation count was 6.

The insertion delay at the late pin of the worst-skew pair stands at 0.85 ns. The share of final-layout standard cells stronger than drive strength 1 stands at 22.43%. The routed via count stands at 38953. For this run the aggregate overflow at the end of global routing stands at 0.

The path class of the tightest hold or removal check is flip-flop to flip-flop. The final critical path takes up 34.27% of the cycle. For this sky-water flow run, the detailed-routed wirelength per cell is reported as 25.57 um. Looking at the clock tree report, the root buffer type is sky130_fd_sc_hd__clkbuf_16. The clock net in this run drives a total of 2064 sinks. The script computed the net switching share of total power as 22.34%.
## power by group through the flow
stage	Sequential, mW	Clock, mW	Combinational, mW
after CTS	1.89	1.51	0.268
after global routing	1.88	1.58	0.282
final	1.89	1.49	0.264
## synthesized netlist by cell type (all sizes together), types with 6 or more instances
| cell | instances | area (um2) |
|---|---|---|
| nand2 | 45 | 168.9 |
| nand3 | 36 | 180.2 |
| nand4 | 14 | 87.58 |
| nor2 | 295 | 1107 |
| edfxtp | 2056 | 61740 |
| or2 | 6 | 37.54 |
| a31oi | 13 | 81.33 |
| dfxtp | 8 | 160.2 |
| nor4 | 26 | 168.9 |
| nor2b | 24 | 150.1 |
| a22o | 6 | 52.55 |
| a221oi | 6 | 58.80 |
| clkbuf | 121 | 454.2 |
| a22oi | 165 | 1244 |
| o22ai | 56 | 350.3 |
| a211oi | 23 | 172.7 |
| nand2b | 8 | 50.05 |
| mux2i | 186 | 1862 |
| o21ai | 14 | 70.07 |
| mux2 | 8 | 90.09 |
| mux4 | 422 | 9523 |
| buf | 122 | 1069 |
| a21boi | 9 | 67.57 |
| nor3 | 17 | 85.08 |
| a21oi | 71 | 355.3 |
| o221ai | 32 | 280.3 |
## per-stage QoR
| step | worst slack, ns | util, % | power, mW | cell area, um2 | cells |
|---|---|---|---|---|---|
| 2_1_floorplan | 38.53 | - | 2.074 | 80040 | 3835 |
| 3_3_place_gp | 34.09 | 31.96 | 2.187 | 84800 | 7346 |
| 3_5_place_dp | 34.10 | 31.96 | 2.188 | 84800 | 7346 |
| 4_1_cts | 33.16 | 34.46 | 3.667 | 91430 | 7723 |
| 5_1_grt | 33.11 | 34.46 | 3.748 | 91430 | 7723 |
| 6_report | 33.33 | 34.46 | 3.636 | 91440 | 7724 |
## kinds of logic after synthesis
family	count (synthesis)	synth area share, %
flip-flops	2064	77.34
AND/OR/NAND/NOR	493	2.754
AND-OR/OR-AND	418	3.663
multiplexers	616	14.34
buffers and inverters	244	1.907
## per-layer routing
metal	global-route usage [%]	routed length [um]
met1	18.31	66820
met2	24.12	94640
met3	11.01	30180
met4	3.802	5822
met5	0	56
## layout make-up
class | count | area (um2)
timing repair buffer | 221 | 1787
tap | 3533 | 4420
antenna | 1 | 2.502
sequential | 2064 | 61910
fill | 24248 | 173900
multi-input combinational | 1527 | 16670
clock buffer | 246 | 5220
inverter | 1 | 3.754
clock inverter | 131 | 1419
## final timing paths
check,endpoint,startpoint,slack [ns]
worst min-delay path,flip-flop,dataout_reg[0],0.47
worst min register to register,flip-flop,dataout_reg[0],0.47
worst max register to register,flip-flop,dataout_reg[6],49.86
worst max-delay path,srdataout[0],flip-flop,33.33
No activity file was given, so power comes from the tool's default toggle rates.
